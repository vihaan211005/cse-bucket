[flow/config.mk]
export PLATFORM = sky130hd
export DESIGN_NAME = reg_file_float
export DESIGN_NICKNAME = reg_file_float
export VERILOG_FILES = /design/flow/design.v
export SDC_FILE = /design/flow/constraint.sdc
export NUM_CORES = 4
export LEC_CHECK = 1
export CORE_UTILIZATION = 40
[flow/constraint.sdc]
current_design reg_file_float

set clk_period 8.5
set clk_io_pct 0.2

create_clock -name clk0 -period $clk_period [get_ports {clk}]

set non_clock_inputs [all_inputs -no_clocks]
set_input_delay [expr $clk_period * $clk_io_pct] -clock clk0 $non_clock_inputs
set_output_delay [expr $clk_period * $clk_io_pct] -clock clk0 [all_outputs]
[flow/design.v]
module reg_file (
    input clk,
    input [4:0] rs,
    input [4:0] rt,
    input [4:0] rd,
    input [31:0] write_data,
    output [31:0] reg_rs,
    output [31:0] reg_rt,
    input reg_write
);
  reg [31:0] regs[0:31];
  integer i;
  initial begin
    for (i = 0; i < 32; i = i + 1) begin
      regs[i] = 32'b0;
    end
  end
  assign reg_rs = regs[rs];
  assign reg_rt = regs[rt];
  always @(posedge clk) begin 
    if (reg_write) begin
        $display("Writing data %d to reg number %d which had %d", write_data, rd, regs[rd]);
        regs[rd] <= write_data;
    end
  end
endmodule
module reg_file_float (
    input clk,
    input [4:0] rs,
    input [4:0] rt,
    input [4:0] rd,
    input [31:0] write_data,
    output [31:0] reg_rs,
    output [31:0] reg_rt,
    input reg_write
);
  reg [31:0] regs[0:31];
  assign reg_rs = regs[rs];
  assign reg_rt = regs[rt];
  always @(posedge clk) if (reg_write) regs[rd] <= write_data;
endmodule
[flow/run.sh]
#!/bin/bash
# OpenROAD 26Q1-2900-gdf79404cd8, Yosys 0.63+post, stock flow scripts
make -C /OpenROAD-flow-scripts/flow DESIGN_CONFIG=/design/flow/config.mk WORK_HOME=/design/flow/orfs finish
==> deck_impl_summary.md <==
Key Metrics from the Run

Status
  • Status: finished, final reports clean

Floorplanning
  • Top Ports: 113
  • Fp util: 40.5%
  • DIE HEIGHT: 351 um
  • Die Span X: 351 um
  • Core area: 120000 sq um
  • Row Count: 127
  • Chip area: 123000 sq um

Clock tree
  • CTS tree: done
  • Max H-tree Level: 3
  • Clock slew at reported path FFs: 0.06 ns
  • Num CTS Buffers: 105
  • Post-cts resize count: 0
  • Hold Buf Count CTS: 0
  • Post-CTS setup buffer count: 0
  • CTS Sinks: 1024
  • Clock buffer depth: 3
  • Root Buffer: clkbuf_16

Final timing
  • Fin crit share: 78.0%
  • Final hold slack: 1.85 ns
  • Measured slew at the worst slew-check pin: 0.855 ns
  • Final Hold Viols: 0
  • RSZ-0062 raised after global routing: no
  • Worst rel slew slack: 43.0%
  • Setup Viol. Count Final: 0
  • Setup TNS: 0 ns
  • Fmax: 151 MHz
  • Fin crit period: 6.63 ns
  • Max-slew violations: 0

Job
  • Max Cap Violations: 0
  • Count of tool warnings: 26

Layout
  • Post-layout util: 45.8%
  • Largest regs: regs (1024)
  • Number of flip-flops under the largest register name: 1024
  • Post-route design area: 55200 sq um
  • Non-filler cells, final: 5193
  • Largest register by flop count: regs
  • Synth-to-layout area growth: 13.1%
  • Share of cells above drive strength 1: 9.22%

Setup path
  • Critical path required time: 6.80 ns
  • Delay-heaviest family, CP: buffers and inverters
  • Setup Crit Path Kind: in -> out
  • Max stage delay on crit path: 0.62 ns
  • Worst setup EP type: primary output
  • CP cell instances: clkdlybuf4s50_1 -> nor2b_4 -> buf_4 -> buf_4 -> a22oi_1 -> a31oi_1 -> nand3_1 -> clkdlybuf4s50_1
  • Slowest cell on crit path: clkdlybuf4s50_1
  • Crit start category: input pin
  • Max FO, Critical Path: 27
  • Buf+Inv Stages, Crit Path: 4
  • Worst EP arrival: 4.93 ns

Drt
  • Wirelength per Cell: 29.0 um
  • DRC: 0
  • Number of iterations in the first detailed-routing pass: 5
  • Antenna viol nets, final: 0
  • WL final: 150000 um
  • Via count: 30.7k
  • Via density: 5.91
  • Starting DRC count in detailed routing: 1984

Hold path
  • WHS Path Cells: 2
  • Hold Crit Class: in -> reg
  • Worst hold endpoint: regs[22][8]$_DFFE_PP_
  • Worst Hold Launch: write_data[8]

Global routing
  • Grt ovf: 0
  • Overall global routing resource usage: 26.2%
  • First-pass GRT wire length: 215000 um
  • Vias in the first global route: 31.6k
  • Antenna violations before repair: 6
  • Largest net degree at the start of global routing: 96

Synth
  • Post-synthesis cell area: 48800 sq um
  • Yosys cell types: 23
  • Mapped Cells: 3386
  • Synthesized area per cell: 14.4 sq um
  • Ys cells: 3386
  • Yosys warns: 1
  • Yosys chip area: 48800 sq um
  • Post-synth regs: 1024
  • Synth Seq Share: 63.0%

Placed design
  • Post-Place Cells: 4997
  • Routability Congestion: 0.905
  • Placed Area: 52000 sq um
  • Placed wire-length estimate: 84500 um
  • Port buffer count: 112

Power and ir drop
  • LEAKAGE: 20.2 nW
  • Power per cell area: 200 nW/um^2
  • Max VDD drop: 0.158 mV
per-stage QoR:
stage	power, mW	worst slack, ns
3_5_place_dp	6.78	1.90
3_3_place_gp	6.77	1.96
5_1_grt	11.4	1.76
4_1_cts	11.1	1.92
2_1_floorplan	6.33	4.04
6_report	11.0	1.87
cells in the final DEF, fill, tap and decap left out, drive strengths merged:
master / count
buf: 142
inv: 3
mux2i: 1024
or3b: 3
nor2: 35
clkdlybuf4s50: 110
nor3: 64
nand2: 195
a22o: 128
clkinv: 53
a31oi: 64
or3: 1
nand3b: 5
nand3: 194
a22oi: 192
nor2b: 4
clkbuf: 134
or2: 2
a21oi: 192
bufinv: 5
nand2b: 4
and2: 2
diode: 1
edfxtp: 1024
cell type report:
| cell class | instances | area [sq um] |
|---|---|---|
| Antenna cell | 1 | 2.50 |
| Clock buffer | 134 | 2760 |
| Clock inverter | 61 | 445 |
| Fill cell | 10500 | 65300 |
| Multi-Input combinational cell | 2109 | 16800 |
| Sequential cell | 1024 | 30700 |
| Tap cell | 1612 | 2020 |
| Timing Repair Buffer | 252 | 2440 |
cells by family (layout without fill, tap and decap cells):
logic type / count (synthesis) / count (layout) / share of synthesized area, %
other cells: 0 / 1 / 0
compound gates: 576 / 576 / 8.04
flops: 1024 / 1024 / 63.0
mux: 1024 / 1024 / 21.0
simple gates: 509 / 509 / 4.71
buf+inv: 253 / 447 / 3.21
metal layers:
layer	global-route usage, %	wire length [um]	share of wire, %	vias up
met5	1.06	226	0.15	-
met4	7.01	4780	3.2	12
met3	14.6	20100	13	304
met2	40.2	72000	48	1522
met1	32.9	53400	35	15300
li1	-	-	-	13600
power breakdown:
part / internal, mW / switching, mW / leakage [nW] / total, mW
clock network: 2.44 / 1.92 / 1.57 / 4.36
logic: 0.395 / 0.643 / 9.36 / 1.04
registers: 5.62 / 0.0234 / 9.22 / 5.64
cells in the mapped netlist:
library cell / count / share of area (%)
edfxtp_1: 1024 / 63
mux2i_1: 1024 / 21
nand2_1: 195 / 1.5
nand3_1: 194 / 2.0
a21oi_1: 192 / 2.0
a22oi_1: 192 / 3.0
a22o_1: 128 / 2.3
clkbuf_1: 86 / 0.66
buf_2: 70 / 0.72
a31oi_1: 64 / 0.82
nor3_1: 64 / 0.66
buf_4: 47 / 0.72
buf_6: 45 / 1.0
nor2_1: 35 / 0.27
nand3b_1: 5 / 0.077
clkbuf_4: 4 / 0.062
nand2b_1: 4 / 0.051
nor2b_1: 4 / 0.051
or3b_2: 3 / 0.054
and2_1: 2 / 0.026
or2_2: 2 / 0.026
buf_1: 1 / 0.0077
or3_1: 1 / 0.013
how the worst max path moves through the flow:
stage                 start         end  slack (ns)  cells after the start
after CTS             rs[2]  reg_rs[12]        1.92                      8
after global routing  rs[2]  reg_rs[14]        1.76                      9
final                 rs[2]  reg_rs[12]        1.87                      8
No activity file was given, so power comes from the tool's default toggle rates.
